==> design/flow/design.v <==
module uart_rx#(
    parameter int c_clkfreq = 100_000_000,  
    parameter int c_baudrate = 10_000_000
)(
    input  logic        clk_i,
    input  logic        rstn_i,
    input  logic        rx_i,
    output logic [7:0]  rx_dout_o,
    output logic        rx_done_tick_o,
    output logic        rx_active_o
);
localparam int c_timerlim = c_clkfreq/c_baudrate;  
typedef enum logic [1:0] {S_IDLE, S_START, S_DATA, S_STOP} states_t;
states_t state;
states_t next_state;
logic [31:0] timer; 
logic [31:0] timer_d; 
logic [7:0 ] shreg;
logic [7:0 ] shreg_d;
logic [2:0 ] bitcntr;
logic [2:0 ] bitcntr_d;
logic rx_done_tick_d;
assign rx_dout_o = shreg;
assign rx_active_o = (state == S_DATA);
assign timer_d = (state == S_IDLE) ? 0:
                 ((state == S_START) && (timer == (c_timerlim-1)/2)) ? 0:
                 ((state == S_DATA) && (timer == c_timerlim-1)) ? 0:
                 ((state == S_STOP) && (timer == c_timerlim-1)) ? 0:
                 timer + 1;
always_ff @(posedge clk_i) begin : TIMER_FF_UPDATE
    if(!rstn_i) begin
        timer <= 0;
    end else begin
        timer <= timer_d;
    end
end
assign next_state = ((state == S_IDLE) && (!rx_i)) ? S_START : 
             ((state == S_START) && (timer == (c_timerlim-1)/2)) ? S_DATA:
             ((state == S_DATA) && (timer == c_timerlim-1) && (bitcntr == 3'd7)) ? S_STOP:
             ((state == S_STOP) && (timer == c_timerlim-1)) ? S_IDLE: state;
always_ff @(posedge clk_i) begin :STATE_FF_UPDATE
    if(!rstn_i) begin
        state <= S_IDLE;
    end else begin
        state <= next_state;
    end
end
assign bitcntr_d = ((state == S_DATA) && (timer == c_timerlim-1)) ? bitcntr + 1 : bitcntr; 
always_ff @(posedge clk_i) begin :BITCNT_FF_UPDATE
    if(!rstn_i) begin
        bitcntr <= 0;
    end else begin
        bitcntr <= bitcntr_d;
    end
end
always_comb begin : OUTPUT_UPDATE
    rx_done_tick_d = 0;
    shreg_d = shreg;
    case(state)
        S_IDLE:begin
            rx_done_tick_d = 0;
            shreg_d = '0;
        end
        S_START:begin
            ;
        end
        S_DATA:begin
            if(timer == c_timerlim-1) begin
                shreg_d = shreg_d >> 1;
                shreg_d[7] = rx_i;
            end
        end
        S_STOP:begin
            if(timer == c_timerlim-1) begin
                rx_done_tick_d = 1;
            end
        end
    endcase
end
always_ff @(posedge clk_i) begin :OUTPUT_FF_UPDATE
    if(!rstn_i) begin
        shreg <= 0;
        rx_done_tick_o <= 0;
    end else begin
        shreg <= shreg_d;
        rx_done_tick_o <= rx_done_tick_d;
    end
end
endmodule
module uart_tranciever#(
    parameter int c_clkfreq = 100_000_000, 
    parameter int c_baudrate = 10_000_000,
    parameter int c_stopbit = 2  
)(
    input  logic        clk_i,
    input  logic        rstn_i,
    input  logic        tx_start_i,
    input  logic [7:0]  tx_din_i,
    input  logic        rx_din_i,
    output logic        tx_dout_o,
    output logic        tx_done_tick_o,
    output logic        tx_active_o,
    output logic [7:0]  rx_dout_o,
    output logic        rx_done_tick_o,
    output logic        rx_active_o
);
localparam int c_timerlim = c_clkfreq/c_baudrate;
uart_tx#(
    .c_clkfreq(c_clkfreq),
    .c_baudrate(c_baudrate),
    .c_stopbit(c_stopbit)
)i_uart_tx
(
    .clk_i(clk_i),
    .rstn_i(rstn_i),
    .tx_din_i(tx_din_i),
    .tx_start_i(tx_start_i),
    .tx_o(tx_dout_o),
    .tx_done_tick_o(tx_done_tick_o),
    .tx_active_o(tx_active_o)
);
uart_rx#(
    .c_clkfreq(c_clkfreq),
    .c_baudrate(c_baudrate)
)i_uart_rx
(
    .clk_i(clk_i),
    .rstn_i(rstn_i),
    .rx_i(rx_din_i),
    .rx_dout_o(rx_dout_o),
    .rx_done_tick_o(rx_done_tick_o),
    .rx_active_o(rx_active_o)
);
endmodule
module uart_tx#(
    parameter int c_clkfreq = 100_000_000,  
    parameter int c_baudrate = 10_000_000,  
    parameter int c_stopbit = 2
)(
    input  logic        clk_i,
    input  logic        rstn_i,
    input  logic [7:0]  tx_din_i,
    input  logic        tx_start_i,
    output logic        tx_o,
    output logic        tx_active_o,
    output logic        tx_done_tick_o
);
localparam int c_timerlim = c_clkfreq/c_baudrate;  
typedef enum logic [1:0] {S_IDLE, S_START, S_DATA, S_STOP} states_t;
states_t state; 
states_t next_state; 
logic [31:0] timer;
logic [31:0] timer_d;
logic [7:0 ] shreg;
logic [7:0 ] shreg_d;
logic [2:0 ] bitcntr;
logic [2:0 ] bitcntr_d;
logic tx_d;
logic tx;
logic tx_done_tick_d;
assign tx_active_o = (state == S_DATA);  
assign tx_o = tx;  
assign timer_d = (state == S_IDLE) ? 0:
                 ((state == S_START) && (timer == c_timerlim-1)) ? 0:
                 ((state == S_DATA) && (timer == c_timerlim-1)) ? 0:
                 ((state == S_STOP) && (timer == (c_timerlim*c_stopbit)-1)) ? 0:
                 timer + 1;
always_ff @(posedge clk_i) begin : TIMER_FF_UPDATE
    if(!rstn_i) begin
        timer <= 0;
    end else begin
        timer <= timer_d;
    end
end
assign next_state = ((state == S_IDLE) && (tx_start_i)) ? S_START : 
             ((state == S_START) && (timer == c_timerlim-1)) ? S_DATA:
             ((state == S_DATA) && (timer == c_timerlim-1) && (bitcntr == 3'd7)) ? S_STOP:
             ((state == S_STOP) && (timer == (c_timerlim*c_stopbit)-1)) ? S_IDLE: state;
always_ff @(posedge clk_i) begin :STATE_FF_UPDATE
    if(!rstn_i) begin
        state <= S_IDLE;
    end else begin
        state <= next_state;
    end
end
assign bitcntr_d = ((state == S_DATA) && (timer == c_timerlim-1)) ? bitcntr + 1 : bitcntr; 
always_ff @(posedge clk_i) begin :BITCNT_FF_UPDATE
    if(!rstn_i) begin
        bitcntr <= 0;
    end else begin
        bitcntr <= bitcntr_d;
    end
end
always_comb begin : OUTPUT_UPDATE
    shreg_d = shreg;
    tx_done_tick_d = 0;
    tx_d = tx;
    case(state)
        S_IDLE:begin
            tx_d = 1;
            tx_done_tick_d = 0;
            if(tx_start_i)begin
                tx_d = 0;
                shreg_d = tx_din_i;
            end
        end
        S_START:begin
            if(timer == c_timerlim-1) begin
                tx_d = shreg_d[0];
                shreg_d = shreg_d >> 1;
            end    
        end
        S_DATA:begin
            if(timer == c_timerlim-1) begin
                tx_d = shreg_d[0];
                shreg_d = shreg_d >> 1;
                if(bitcntr == 3'd7) begin
                    tx_d = 1;
                end
            end
        end
        S_STOP:begin
            if(timer == (c_timerlim*c_stopbit)-1) begin
                tx_done_tick_d  = 1;
            end
        end
    endcase
end
always_ff @(posedge clk_i) begin :OUTPUT_FF_UPDATE
    if(!rstn_i) begin
        tx <= 1;
        tx_done_tick_o <= 0;
        shreg <= 0;
    end else begin
        tx <= tx_d;
        tx_done_tick_o <= tx_done_tick_d;
        shreg <= shreg_d;
    end
end
endmodule
==> design/flow/run.sh <==
#!/bin/bash
# OpenROAD 26Q1-2900-gdf79404cd8, Yosys 0.63+post, stock flow scripts
make -C /OpenROAD-flow-scripts/flow DESIGN_CONFIG=/design/flow/config.mk WORK_HOME=/design/flow/orfs finish
==> design/flow/config.mk <==
export PLATFORM = sky130hd
export DESIGN_NAME = uart_tranciever
export DESIGN_NICKNAME = uart_tranciever
export VERILOG_FILES = /design/flow/design.v
export SDC_FILE = /design/flow/constraint.sdc
export NUM_CORES = 4
export LEC_CHECK = 1
export CORE_UTILIZATION = 40
export SYNTH_HDL_FRONTEND = slang
==> design/flow/constraint.sdc <==
current_design uart_tranciever

set clk_period 4.0
set clk_io_pct 0.2

create_clock -name clk0 -period $clk_period [get_ports {clk_i}]

set non_clock_inputs [all_inputs -no_clocks]
set_input_delay [expr $clk_period * $clk_io_pct] -clock clk0 $non_clock_inputs
set_output_delay [expr $clk_period * $clk_io_pct] -clock clk0 [all_outputs]
==> out/results.txt <==
Tightest Hold Check Type: flip-flop to flip-flop
Critical Path RT: 4270 ps
Final Cycle Share: 66.2%
CTS tree: yes
RSZ-0062 raised after global routing: no
Antenna Nets Post-Route: 0
Startpoint Class: flip-flop
Worst Setup Path Type: flip-flop to flip-flop
Synthesis Warnings: 0
gr ovfl total: 0
vias in the first global route: 3666
Max Cap Violations: 0
EDFF count, synth: 0
n_diodes: 0
synthesized area: 4820 sq um
Sink Count: 97
syn avg cell area: 8.37 sq um
PortBufs: 24
pre-CTS WS: 1210 ps
Die X: 112 um
FF-to-FF setup slack: 1350 ps
Top Layout Cells: 97 x dfxtp_1, 45 x nand2_1, 38 x a21oi_1
delay-heaviest family, CP: simple AND/OR/NAND/NOR gates
DRC viols: 0
Worst path depth: 4
r2r worst-path depth: 4
Final Non-Filler Cells: 724
drt first pass iters: 16
worst r2r dst: i_uart_tx.bitcntr[0]
largest net degree at the start of global routing: 33
status: finished clean
Yosys Chip Area: 4820 sq um
buffers plus inverters on the worst setup path: 0
Min-Delay Path Depth: 2
Chip Area: 12500 sq um
busiest grt layer: met1
PostCTS Resize Cnt: 0
share of cells above drive strength 1: 5.51%
hold-fix buffers at CTS: 0
biggest area cells: dfxtp_1 40%, nand4_1 4.2%, a21oi_1 3.9%
row cnt: 39
# Cells Yosys: 576
Tot GR Track Use: 17.1%
# setup viols final: 0
met2 usage: 23.6%
max-slew violation count: 0
vias: 4203
Logic area: 2670 sq um
Die Ht: 112 um
first-pass GRT wire length: 17.7 mm
leak pwr: 0.00164 uW
cts bufs inserted: 9
DP HPWL: 6.63 mm
fin util: 46.8%
Late-Pin Clk Latency: 340 ps
crit-path max FO: 16
fmax: 0.378 GHz
Synth Seq Share: 40.3%
Top cell area share: 40.3%
Arr. time, crit path: 2920 ps
crit-path cells: nor4_1 > nand4_1 > nor3_1 > mux2i_1
Max clock buf depth: 2
Top FF cell, synth: dfxtp_1
drt total wl: 9.97 mm
crit end category: flip-flop
Post-Syn Instances: 576
Design Power: 1870 uW
routability congestion estimate: 0.848
setup slack after layout: 1350 ps
Setup Skew: 7.31 ps
Core Box Area: 11600 sq um
hold path endpoint: i_uart_tx.bitcntr[2]
clock-pin slew on the worst setup and hold paths: 60 ps
num ports: 25
Final Hold Vio Count: 0
Root Buffer: clkbuf_16
post-route minimum period: 2650 ps
Setup TNS: 0 ps
synth unique cells: 45
met3 Usage GRT: 2.88%
Commonest Layout Cell: dfxtp_1
via-per-instance ratio: 5.81
Core Util at FP: 41.7%
slowest CP cell: nand4_1
largest stage delay on the critical path: 720 ps
Slew HR: 46.4%
initial antenna violation count: 0
Cell Pwr Density: 346 nW/um^2
# fillers: 1057
storage element area: 1940 sq um
dpl cells: 709
#FFs+latches synth: 97
ys async rst share: 0%
VDD IR max: 0.146 mV
Layout area overhead: 12.3%
Synth area leader: dfxtp_1
Hold Path Origin: i_uart_tx.bitcntr[2]
H-tree Lvls: 3
GRT met1 Usage: 29.0%
Initial DRC Count: 305
slew of the pin with the lowest slew margin: 801 ps
count of tool warnings: 28
Setup Fix Bufs, Post-CTS: 0
drt wl/cell: 13.8 um
FF-to-FF Start: i_uart_tx.timer[11]
## worst max path at each step
stage                               start              endpoint  slack [ps]
final                 i_uart_tx.timer[11]  i_uart_tx.bitcntr[0]        1350
after global routing  i_uart_tx.timer[11]  i_uart_tx.bitcntr[0]         910
after CTS             i_uart_tx.timer[11]  i_uart_tx.bitcntr[2]        1390
## worst reg2reg max path, delay by kind of cell, from the launching register on
| kind | cells | cell delay (ps) |
|---|---|---|
| multiplexers | 1 | 240 |
| flip-flops | 1 | 350 |
| AND/OR/NAND/NOR | 3 | 1990 |
## power by group
group	internal [uW]	switching, uW
clock network	452	357
logic	29.4	45.5
registers	977	10.0
total	1460	413
## registers in the layout (all words and copies together) (netlist names)
| name | flops |
|---|---|
| i_uart_tx.bitcntr | 3 |
| i_uart_tx.tx_o | 1 |
| i_uart_rx.rx_dout_o | 8 |
| i_uart_tx.tx_done_tick_o | 1 |
| i_uart_rx.bitcntr | 3 |
| i_uart_tx.shreg | 8 |
| i_uart_tx.state | 4 |
| i_uart_rx.timer | 32 |
| i_uart_tx.timer | 32 |
| i_uart_rx.rx_done_tick_o | 1 |
| i_uart_rx.state | 4 |
## per-layer routing
metal  wire, um  part of all wire [%]  up-vias
li1           -                     -     2174
met1       5280                    53     1930
met2       4100                    41       89
met3        457                   4.6       10
met4        129                   1.3        0
met5          0                     0        -
## cell usage after synthesis, types with 17 or more instances
master	n
or4_1	22
nand4_1	32
clkbuf_1	26
or3_1	22
nor4_1	18
inv_1	17
nand3_1	34
dfxtp_1	97
nor2_1	33
o21ai_0	25
nand2_1	45
a21oi_1	38
## cells by family (layout without fill, tap and decap cells)
logic type | Yosys count | after routing | share of synthesized area [%]
compound gates | 119 | 119 | 15.2
xor+xnor | 24 | 24 | 4.36
fa+ha+maj | 9 | 9 | 2.34
buf+inv | 55 | 60 | 4.70
flops | 97 | 97 | 40.3
mux | 14 | 14 | 2.91
simple gates | 258 | 258 | 30.2
## stage by stage
stage / hold WS, ps / area, sq um
2_1_floorplan: 432 / 4820
3_3_place_gp: 445 / 5130
3_5_place_dp: 457 / 5130
4_1_cts: 468 / 5410
5_1_grt: 479 / 5410
6_report: 463 / 5410
## area by class of cell
type	count	share of cell area [%]
inverters	17	1.18
repair buffers	28	5.00
multi-input cells	424	49.4
clock inverters	4	0.532
clock buffers	11	4.67
flip-flops and latches	97	35.9
well taps	143	3.31
Power and IR drop assume default switching activity.
