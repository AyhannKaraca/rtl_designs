**flow/run.sh**
```bash
#!/bin/bash
# OpenROAD 26Q1-2900-gdf79404cd8, Yosys 0.63+post, stock flow scripts
make -C /OpenROAD-flow-scripts/flow DESIGN_CONFIG=/design/flow/config.mk WORK_HOME=/design/flow/orfs finish
```
**flow/config.mk**
```make
export PLATFORM = sky130hd
export DESIGN_NAME = spi_master
export DESIGN_NICKNAME = spi_master
export VERILOG_FILES = /design/flow/design.v
export SDC_FILE = /design/flow/constraint.sdc
export NUM_CORES = 4
export LEC_CHECK = 1
export CORE_UTILIZATION = 30
export SYNTH_HDL_FRONTEND = slang
```
**flow/constraint.sdc**
```tcl
current_design spi_master

set clk_period 2.6
set clk_io_pct 0.2

create_clock -name clk0 -period $clk_period [get_ports {clk_i}]

set non_clock_inputs [all_inputs -no_clocks]
set_input_delay [expr $clk_period * $clk_io_pct] -clock clk0 $non_clock_inputs
set_output_delay [expr $clk_period * $clk_io_pct] -clock clk0 [all_outputs]
```
**flow/design.v**
```verilog
module edge_detector(
    input  logic clk_i,    
    input  logic rstn_i,    
    input  logic in_i,    
    output logic rise_o,    
    output logic fall_o
);
logic q;
always_ff @(posedge clk_i) begin : EDGE_DEC
    if(!rstn_i) begin
        q <= 0;
    end else begin
        q <= in_i;
    end
end
assign rise_o = (in_i && !q);
assign fall_o = (!in_i && q);
endmodule
module spi_master#(
    parameter  CLKFREQ    = 100_000_000,
    parameter  SCLKFREQ   = 1_000_000, 
    parameter  DATA_WIDTH = 8,
    parameter bit CPOL   = 0,
    parameter bit CPHA   = 0
)(
    input  logic                  clk_i,    
    input  logic                  rstn_i,           
    input  logic                  en_i,
    input  logic [DATA_WIDTH-1:0] tx_data_i,
    output logic [DATA_WIDTH-1:0] rx_data_o,
    output logic                  busy_o,
    output logic                  done_o,
    output logic                  sclk_o,
    output logic                  mosi_o,
    input  logic                  miso_i,
    output logic                  cs_o
);
localparam HALF_TIME = ((CLKFREQ / SCLKFREQ))/2;
typedef enum logic [1:0] {S_IDLE, S_TRANSFER, S_DONE} states_t;
states_t                         state; 
states_t                         next_state;
logic [$clog2(DATA_WIDTH)-1:0]   bitcnt;
logic [$clog2(DATA_WIDTH)-1:0]   bitcnt_d;
logic [$clog2(HALF_TIME)-1:0 ]   cnt;
logic [$clog2(HALF_TIME)-1:0 ]   cnt_d;
logic [$clog2(HALF_TIME)-1:0 ]   donecnt;
logic [$clog2(HALF_TIME)-1:0 ]   donecnt_d;
logic [DATA_WIDTH-1:0        ]   shreg_tx;
logic [DATA_WIDTH-1:0        ]   shreg_tx_d;
logic [DATA_WIDTH-1:0        ]   shreg_rx;
logic [DATA_WIDTH-1:0        ]   shreg_rx_d;
logic [DATA_WIDTH-1:0        ]   rx_data_d;
logic [1:0                   ]   pol_pha;
logic                            cs_d;
logic                            sclk_d;
logic                            mosi_d;
logic                            busy_d;
logic                            done_d;
logic                            sclk_en;
logic                            sclk_en_d;
logic                            rise;
logic                            fall;
logic                            last_smpl;
logic                            last_smpl_d;
assign pol_pha = {CPOL,CPHA};
edge_detector edge_detector_Inst(
    .clk_i (clk_i ), 
    .rstn_i(rstn_i ),
    .in_i  (sclk_d),  
    .rise_o(rise  ),
    .fall_o(fall  )
);
always_comb begin : COMB_PART
    cs_d         = cs_o;
    busy_d       = busy_o;
    done_d       = 0;
    last_smpl_d  = last_smpl;
    mosi_d       = mosi_o;
    sclk_en_d    = sclk_en;
    bitcnt_d     = bitcnt;
    donecnt_d    = donecnt;
    shreg_tx_d   = shreg_tx;
    shreg_rx_d   = shreg_rx;
    rx_data_d    = rx_data_o;
    next_state   = state;    
    case(state)
        S_IDLE: begin
            cs_d       = 1;
            sclk_en_d  = 0;
            busy_d     = 0;
            shreg_tx_d = '0;
            last_smpl_d= 0;
            if(en_i) begin
                sclk_en_d  = 1;
                cs_d       = 0;
                busy_d     = 1;    
                shreg_tx_d = tx_data_i;
                case (pol_pha) inside
                    2'b?0: begin
                        mosi_d     = shreg_tx_d[DATA_WIDTH-1];
                        next_state = S_TRANSFER;
                    end
                    2'b01: begin
                        if(rise) begin
                            mosi_d     = shreg_tx_d[DATA_WIDTH-1];
                            next_state = S_TRANSFER;
                        end
                    end
                    2'b11: begin
                        if(fall) begin
                            mosi_d     = shreg_tx_d[DATA_WIDTH-1];
                            next_state = S_TRANSFER;
                        end
                    end
                endcase
            end
        end
        S_TRANSFER: begin
            case(pol_pha)
                2'b00: begin
                    if(fall) begin
                        shreg_tx_d = shreg_tx_d << 1;
                        mosi_d     = shreg_tx_d[DATA_WIDTH-1];
                        bitcnt_d   = bitcnt + 1;
                        if(bitcnt == DATA_WIDTH-1) begin
                            bitcnt_d   = 0;
                             if(en_i) begin
                                shreg_tx_d = tx_data_i;
                                mosi_d     = shreg_tx_d[DATA_WIDTH-1];
                            end else begin
                                next_state   = S_DONE;
                                sclk_en_d    = 0;
                            end
                        end
                    end else if(rise) begin
                        shreg_rx_d    = shreg_rx_d << 1;
                        shreg_rx_d[0] = miso_i;
                        if(bitcnt == DATA_WIDTH-1) begin
                            done_d     = 1;
                            rx_data_d  = shreg_rx_d;
                        end
                    end 
                end
                2'b01: begin
                    if(rise) begin
                        shreg_tx_d = shreg_tx_d << 1;
                        mosi_d     = shreg_tx_d[DATA_WIDTH-1];
                        if(last_smpl) begin
                            last_smpl_d = 0;
                            shreg_tx_d = tx_data_i;
                            mosi_d     = shreg_tx_d[DATA_WIDTH-1];
                        end
                    end else if(fall) begin
                        shreg_rx_d    = shreg_rx_d << 1;
                        shreg_rx_d[0] = miso_i;
                        bitcnt_d   = bitcnt + 1;
                        if(bitcnt == DATA_WIDTH-1) begin
                            bitcnt_d   = 0;
                            rx_data_d  = shreg_rx_d;
                            done_d     = 1;
                            if(!en_i) begin
                                sclk_en_d  = 0;
                                next_state = S_DONE;
                            end else begin
                                last_smpl_d= 1;
                            end
                        end
                    end
                end
                2'b10: begin
                    if(rise) begin
                        shreg_tx_d = shreg_tx_d << 1;
                        mosi_d     = shreg_tx_d[DATA_WIDTH-1];
                        bitcnt_d   = bitcnt + 1;
                        if(bitcnt == DATA_WIDTH-1) begin
                            bitcnt_d = 0;
                             if(en_i) begin
                                shreg_tx_d = tx_data_i;
                                mosi_d     = shreg_tx_d[DATA_WIDTH-1];
                            end else begin
                                next_state = S_DONE;
                                sclk_en_d  = 0;
                            end
                        end
                    end else if(fall) begin
                        shreg_rx_d    = shreg_rx_d << 1;
                        shreg_rx_d[0] = miso_i;
                        if(bitcnt == DATA_WIDTH-1) begin
                            done_d     = 1;
                            rx_data_d  = shreg_rx_d;
                        end
                    end
                end
                2'b11: begin
                    if(fall) begin
                        shreg_tx_d = shreg_tx_d << 1;
                        mosi_d     = shreg_tx_d[DATA_WIDTH-1];
                        if(last_smpl) begin
                            last_smpl_d = 0;
                            shreg_tx_d  = tx_data_i;
                            mosi_d      = shreg_tx_d[DATA_WIDTH-1];
                        end
                    end else if(rise) begin    
                        shreg_rx_d    = shreg_rx_d << 1;
                        shreg_rx_d[0] = miso_i;
                        bitcnt_d   = bitcnt + 1;
                        if(bitcnt == DATA_WIDTH-1) begin
                            bitcnt_d   = 0;
                            rx_data_d  = shreg_rx_d;
                            done_d     = 1;
                            if(!en_i) begin
                                sclk_en_d  = 0;
                                next_state = S_DONE;
                            end else begin
                                last_smpl_d= 1;
                            end
                        end
                    end
                end
            endcase
        end
        S_DONE: begin
            if(donecnt == HALF_TIME-1) begin
                donecnt_d  = 0;
                cs_d       = 1;
                busy_d     = 0;
                next_state = S_IDLE;
            end else begin
                donecnt_d = donecnt + 1;
            end
        end
    endcase
end
always_comb begin : SCLK_GEN
    cnt_d  = 0;
    sclk_d = sclk_o;
    if(sclk_en) begin
        if(cnt == HALF_TIME-1) begin
            sclk_d = ~sclk_d;
            cnt_d  = 0;
        end else begin
            cnt_d = cnt + 1;
        end
    end else begin
        if(pol_pha[1] == 0) begin
            sclk_d = 0;        
        end else begin
            sclk_d = 1;
        end
    end
end
always_ff @(posedge clk_i) begin : SEQ_PART
    if(!rstn_i) begin
        cs_o      <= 1;
        busy_o    <= 0;
        done_o    <= 0;
        mosi_o    <= 0;
        rx_data_o <= '0;
        shreg_tx  <= 0;
        shreg_rx  <= 0;
        sclk_en   <= 0;
        sclk_o    <= 0;
        cnt       <= 0;
        bitcnt    <= 0;
        donecnt   <= 0;
        last_smpl <= 0;
        state     <= S_IDLE;
    end else begin
        cs_o      <= cs_d;
        busy_o    <= busy_d;
        done_o    <= done_d;
        mosi_o    <= mosi_d;
        rx_data_o <= rx_data_d;
        shreg_tx  <= shreg_tx_d;
        shreg_rx  <= shreg_rx_d;
        sclk_en   <= sclk_en_d;
        sclk_o    <= sclk_d;
        cnt       <= cnt_d;
        bitcnt    <= bitcnt_d;
        state     <= next_state;
        donecnt   <= donecnt_d;
        last_smpl <= last_smpl_d;
    end
end
endmodule
```
==> reports/qor.yml <==
status: "finished clean"
flop_cell: "dfxtp_1"
routed_wl_mm: 3.614
yosys.area.top_type_share: 0.4507
dp.cells: 309
initial_core_util: 0.3164
layout-drive-gt1-share: 0.07531
grt_start_max_net_pins: 34
overflow: 0
slew_headroom: 0.5434
clock_skew_ns: 0.006394
worst-path-buf-inv: 0
async_flop_share: 0
p_seq_frac: 0.535
crit_required_ns: 2.78
warnings: 27
p_per_area_nw_per_um2: 558.0
n_antenna_cell: 0
cp_slowest_cell: "a21boi_1"
grt_setup_unrepaired: "false"
vias: 1549
switchingPower_uw: 290.8
cts_sinks: 46
port_buffers: 24
drt-met1-wl_mm: 1.977
arrival_ns: 2.24
internal-power_mw: 1.085
path_cells: "ha_1, ha_1, a21boi_1, mux2_2, nand2_1, mux2i_1"
grt_use_total: 0.1092
yosys-stat-cells: 218
area_growth_pct: 20.64
cts_setup_buffers: 0
grt_pass1_vias: 1397
fp.dieW_um: 84.53
largest_area_cell: "dfxtp_1"
final_cells: 316
grt_antenna_before_repair: 0
firstDrtPassIters: 3
top_cells_by_area: "dfxtp_1, mux2i_1, nand2_1, ha_1, a21boi_1"
num_rows: 29
chipArea_um2: 7144
viasPerCell: 4.902
wl_met3_um: 122
edf_count: 0
die_h_um: 84.53
ir_drop_mv: 0.3641
min_period_over_period: 0.7931
grt_pass1_wl_mm: 6.368
timing.fmax_mhz: 485.0
p_leak_nw: 0.8744
min_period_ns: 2.062
cts.htree.levels: 2
path_class: "reg2reg"
setup_viol: 0
syn_inst: 218
ys_warn_count: 0
ys_seq_frac: 0.4507
drv_slew: 0
max_cap_violations: 0
synth_cell_types: 40
drc_errors: 0
cts_tree: "done"
hold_violations: 0
cts_buffers: 5
cts_hold_buffers: 0
clockRootBuffer: "clkbuf_8"
p_comb_frac: 0.074
worst_pin_slew_ns: 0.6827
antenna_left: 0
clk_pin_slew_ns: 0.08
fp.coreArea_um2: 6459
clkLatencyLatePin_ns: 0.29
dp_hpwl_mm: 2.552
netlist_area_um2: 2043
path_delay_family: "AND-OR/OR-AND gates"
cts_resized: 0
path_common_cell: "ha_1"
pwr-share-clk: 0.391
max-clock-path-buffers: 2
drt_iter0_drc: 61
slowest_delay_ns: 0.57
worst_setup_path_end_kind: "register"
cp_max_fo: 13
syn_area_per_cell_um2: 9.373
wl_met2_mm: 1.469
top_layer: "met4"
numSynthFlops: 46
place_congestion: 0.7676
num_io_pins: 25
wl_per_cell_um: 11.44
switching_share: 0.2114
setup_tns_ns: 0
min_path_type: "reg2reg"
worstSetupStartpointType: "register"
yosys_area_um2: 2043
routing by layer:
layer  up-vias  global-route usage
met3         5             0.02092
li1        808                   -
met4         0             0.01387
met1       712              0.1761
met5         -                   0
met2        24              0.1604
cell usage in the layout (no fill, tap or decap), types with 3 or more instances in the layout:
cell type / count
nand2b_1: 4
a32oi_1: 6
nand2_1: 25
a21boi_1: 9
ha_1: 6
o21ai_0: 11
inv_1: 7
nor2b_1: 8
dfxtp_1: 46
nor2_1: 16
nand3_1: 11
xor2_1: 5
clkdlybuf4s50_1: 24
clkbuf_8: 6
nand4_1: 4
mux2i_1: 12
xnor2_1: 3
o311a_1: 6
worst min-delay path, cell delays in order (launching register included):
cell and delay (ns):
dfxtp_1 0.32, nand2_1 0.05, a21boi_1 0.05
sequential cells by signal (all words and copies together) (netlist names):
name,count
state,3
shreg_rx,7
cs_o,1
mosi_o,1
cnt,6
sclk_o,1
sclk_en,1
donecnt,6
done_o,1
busy_o,1
rx_data_o,8
bitcnt,3
shreg_tx,7
logic make-up after synthesis:
family | share of synthesized area
xor gates and xnor gates | 0.03429
adders and majority gates | 0.03674
AOI/OAI and AO/OA | 0.1757
DFF | 0.4507
muxes | 0.06430
and+or+nand+nor | 0.1947
buffers and inverters | 0.04348
power groups by stage:
stage     Combinational, mW  Clock (mW)  Sequential (mW)
4_1_cts               0.102       0.558            0.736
5_1_grt               0.113       0.583            0.739
6_report              0.101       0.538            0.736
cell type report:
| class | count | area, um2 |
|---|---|---|
| fillers | 653 | 3994 |
| well taps | 77 | 96.34 |
| repair buffers | 27 | 275.3 |
| multi-input cells | 152 | 1033 |
| inverters | 7 | 26.28 |
| clock buffers | 6 | 82.58 |
| flip-flops and latches | 46 | 920.9 |
| clock inverters | 1 | 30.03 |
path summary, 6_finish.rpt:
check                                  start            to  slack, ns  cells past startpoint
worst max register to register     bitcnt[0]        mosi_o       0.54                      6
worst max-delay path               bitcnt[0]        mosi_o       0.54                      6
worst min-delay path            rx_data_o[3]  rx_data_o[3]       0.46                      2
worst min register to register  rx_data_o[3]  rx_data_o[3]       0.46                      2
synthesized netlist by cell type (3+ instances only):
cell type   n
nand2_1    25
o311a_1     6
xor2_1      5
mux2i_1    12
nand4_1     4
ha_1        6
a21boi_1    9
nor2_1     16
xnor2_1     3
clkbuf_1    9
nand2b_1    4
inv_1       7
dfxtp_1    46
o21ai_0    11
nor2b_1     8
a32oi_1     6
nand3_1    11
metrics by stage:
stage / total power, mW / util / hold slack, ns / worst slack [ns] / cell area, um2
2_1_floorplan: 0.8146 / - / 0.4206 / 0.9526 / 2043
3_3_place_gp: 0.8545 / 0.3642 / 0.4412 / 0.4430 / 2352
3_5_place_dp: 0.8547 / 0.3642 / 0.4478 / 0.4572 / 2352
4_1_cts: 1.397 / 0.3816 / 0.4600 / 0.5385 / 2465
5_1_grt: 1.435 / 0.3816 / 0.4949 / 0.4249 / 2465
6_report: 1.375 / 0.3816 / 0.4560 / 0.5379 / 2465
No activity file was given, so power comes from the tool's default toggle rates.
