## flow/config.mk

```make
export PLATFORM = sky130hd
export DESIGN_NAME = sync_fifo
export DESIGN_NICKNAME = sync_fifo
export VERILOG_FILES = /design/flow/design.v
export SDC_FILE = /design/flow/constraint.sdc
export NUM_CORES = 4
export LEC_CHECK = 1
export CORE_UTILIZATION = 40
export SYNTH_HDL_FRONTEND = slang
```

## flow/constraint.sdc

```tcl
current_design sync_fifo

set clk_period 5.4
set clk_io_pct 0.2

create_clock -name clk0 -period $clk_period [get_ports {clk_i}]

set non_clock_inputs [all_inputs -no_clocks]
set_input_delay [expr $clk_period * $clk_io_pct] -clock clk0 $non_clock_inputs
set_output_delay [expr $clk_period * $clk_io_pct] -clock clk0 [all_outputs]
```

## flow/design.v

```verilog
module rise_edge_det(
    input  logic clk_i,
    input  logic rstn_i,
    input  logic sig_i,
    output logic sig_o
);
logic q;
always_ff @ (posedge clk_i) begin
    if(!rstn_i) begin
        q <= 0;
    end else begin
        q <= sig_i;
    end
end
assign sig_o = (sig_i & !q);
endmodule
module sync_fifo#
(
    parameter int WIDTH = 16,
    parameter int DEPTH = 4
)
(
    input  logic             clk_i,
    input  logic             rstn_i,
    input  logic             wr_i,
    input  logic             rd_i,
    input  logic [WIDTH-1:0] din_i,
    output logic [WIDTH-1:0] dout_o,
    output logic             empty_o,
    output logic             full_o
);
logic [WIDTH-1:0] fifo [DEPTH-1:0];
logic [WIDTH-1:0] dout_d;
logic write;
logic read;
logic [$clog2(DEPTH)-1:0] wptr;
logic [$clog2(DEPTH)-1:0] wptr_d;
logic [$clog2(DEPTH)-1:0] rptr;
logic [$clog2(DEPTH)-1:0] rptr_d;
logic [$clog2(DEPTH):0] cnt;
logic [$clog2(DEPTH):0] cnt_d;
rise_edge_det i_rise_edge_det_write(
    .clk_i(clk_i),
    .rstn_i(rstn_i),
    .sig_i(wr_i),
    .sig_o(write)
);
rise_edge_det i_rise_edge_det_read(
    .clk_i(clk_i),
    .rstn_i(rstn_i),
    .sig_i(rd_i),
    .sig_o(read)
);
assign dout_d = (read & !empty_o) ? fifo[rptr] : dout_o;
assign wptr_d = (write & !full_o) ? wptr + 1 : wptr;
assign rptr_d = (read  & !empty_o) ? rptr + 1 : rptr;
assign cnt_d = (write & !full_o) ? cnt + 1:
               (read  & !empty_o) ? cnt - 1: cnt;
assign full_o  = (cnt == DEPTH);
assign empty_o = (cnt == 0);
always_ff @ (posedge clk_i) begin
    if(!rstn_i) begin
        cnt <= 0;
        wptr <= 0;
        rptr <= 0;
        dout_o <= 0;
    end else begin
        if(write & !full_o) begin
            fifo[wptr] <= din_i;
        end
        cnt <= cnt_d;
        wptr <= wptr_d;
        rptr <= rptr_d;
        dout_o <= dout_d;
    end
end
endmodule
```

## flow/run.sh

```bash
#!/bin/bash
# OpenROAD 26Q1-2900-gdf79404cd8, Yosys 0.63+post, stock flow scripts
make -C /OpenROAD-flow-scripts/flow DESIGN_CONFIG=/design/flow/config.mk WORK_HOME=/design/flow/orfs finish
```

==> qor.csv <==
stage,metric,value,unit
run_status,status,"complete, no violations",
pwr,P_leak,1.342,nW
setup_path,Worst Path Arrival,2.79,ns
setup_path,r2r endpoint,fifo[2][13]$_DFFE_PP_,
synth,Top logic family,multiplexers,
setup_path,critical-path maximum fanout,16,
routing,Routed WL,5557,µm
global_routing,total track usage,0.1456,
synth,"Cell Area, Synth",3447,µm²
pwr,Final Total Pwr,1.618,mW
sta,Clock Skews,0.01247,ns
die,Chip Height,94.83,µm
sta,setup violators final,0,
die,Die X,94.83,µm
sta,Peak Freq,355.0,MHz
sta,period utilization,0.5217,
routing,post-route ant nets,0,
setup_path,Crit Path Category,input pin to flip-flop,
synth,yosys adder share,0.02033,
setup_path,r2r setup slk,3.36,ns
sta,slew of the pin with the lowest slew margin,0.8517,ns
routing,DRC Markers,0,
min_path,Hold WC Path Type,flip-flop to flip-flop,
global_routing,antenna violations before repair,0,
global_routing,vias in the first global route,1777,
sta,Slew HR,0.4322,
clock_tree,clock sink count,89,
clock_tree,CTS tree,built,
place,GP Congestion,0.7767,
routing,DR WL met2,2794,µm
setup_path,CP Launch Type,input pin,
clock_tree,latest clock arrival within the worst-skew pair,0.35,ns
run,tool warning count,28,
routing,met1 wire length,2462,µm
finish,Layout area overhead,18.19,%
setup_path,Reg2Reg Depth,3,
clock_tree,root buf cell,clkbuf_8,
routing,n_diodes,0,
die,core area,8258,µm²
die,Core Util at FP,0.4174,
setup_path,worst setup path end,fifo[2][13]$_DFFE_PP_,
clock_tree,Max H-tree Level,3,
routing,vias per cell,4.848,
routing,met3 wire len,233,µm
global_routing,largest net degree at the start of global routing,31,
clock_tree,cts hold-fix bufs,0,
finish,Non-Filler Instances,356,
die,Ports,38,
place,DP Wirelength,3474,µm
routing,Detailed Route Iter0 Violations,54,
synth,Most used DFF post-synth,edfxtp_1,
synth,"flops & latches, synth",89,
sta,Hold Fails Final Rpt,0,
synth,yosys stat cell total,204,
synth,post-synthesis instance total,204,
routing,drt pass-1 iters,4,
place,Place WS,2.173,ns
synth,Synth cell types,29,
die,row count,33,
synth,Mux area share,0.1162,
synth,flip-flops with a built-in enable,64,
clock_tree,Max Buffers Root-to-Sink,2,
pwr,Max VDD drop,180.0,µV
sta,RSZ-0062 raised after global routing,false,
synth,synth warn,0,
synth,and+or+nand+nor area frac,0.08675,
global_routing,first-pass GRT wire length,9039,µm
synth,Mean Syn Cell Area,16.90,µm²
die,die area,8993,µm²
synth,Yosys Chip Area,3447,µm²
synth,Top-area cell share,0.5575,
clock_tree,setup bufs post-CTS,0,
routing,via count,1726,
clock_tree,clock slew at reported path FFs,0.08,ns
finish,Post-Route Utilization,0.4933,
setup_path,CP endpoint kind,flip-flop,
sta,TNS Setup,0,ns
setup_path,RR Startpoint,cnt[0]$_SDFFE_PN0P_,
finish,layout cells sized above 1,0.1633,
synth,post-synthesis sequential area ratio,0.7027,
place,Cell Count Post-Placement,340,
global_routing,total grt overflow,0,
synth,"top cells, area","edfxtp_1, dfxtp_1, mux4_2",
setup_path,WP data required,5.37,ns
clock_tree,cts repair resizes,0,
synth,xor/xnor share,0.01016,
sta,final setup margin,2.583,ns
run,max_cap viols,0,
place,port buffer count,37,
synth,post-synth top area cell,edfxtp_1,
routing,uppermost routed layer,met4,
setup_path,crit path from,wr_i,
synth,asr flop ratio synth,0,
routing,WL per Instance,15.61,µm
sta,Final min period,2.817,ns
sta,Slew Limit Fails,0,
pwr,pwr/cell area,397.1,nW/µm²
clock_tree,Num CTS Buffers,9,
synth,aoi share,0.03956,
==> kinds of logic (layout without fill, tap and decap cells) <==
family | count (synthesis) | in the layout
flops | 89 | 89
simple gates | 55 | 55
mux | 20 | 20
compound gates | 17 | 17
buf+inv | 14 | 61
fa+ha+maj | 5 | 5
xor+xnor | 4 | 4
==> cells in the final DEF, fill, tap and decap left out, types with 2 or more instances in the layout <==
cell type and instances:
and3_1 4, mux2i_1 4, clkdlybuf4s50_1 37, and2_1 6
buf_4 3, inv_1 4, inv_6 2, clkbuf_1 2
nor2b_1 3, clkbuf_8 9, ha_1 4, nand2_1 33
dfxtp_1 25, edfxtp_1 64, a21boi_0 6, a21boi_1 10
mux4_2 16, xnor2_1 3, clkinv_2 3
==> cell usage after synthesis (4+ instances only) <==
master / number
dfxtp_1: 25
a21boi_0: 6
and2_1: 6
mux2i_1: 4
mux4_2: 16
and3_1: 4
ha_1: 4
edfxtp_1: 64
nand2_1: 33
inv_1: 4
a21boi_1: 10
==> worst max-delay path, stage by stage <==
cell             delay, ns
clkdlybuf4s50_1       0.47
inv_1                 0.08
nor3_4                0.37
and3_1                0.78
==> area by class of cell <==
type	instances	area, µm²
Tap cell	105	131.4
Clock buffer	11	131.4
Sequential cell	89	2422
Timing Repair Buffer	40	392.9
Multi-Input combinational cell	101	940.9
Inverter	5	23.77
Clock inverter	5	31.28
Fill cell	702	4184
==> routing by layer <==
layer | up-vias | global-route usage
met3 | 6 | 0.03922
li1 | 839 | -
met4 | 0 | 0.01768
met5 | - | 0
met2 | 31 | 0.2314
met1 | 850 | 0.2270
==> through the flow <==
step	instance area [µm²]	hold WS, ns
after floorplan	3447	0.4206
after global placement	3911	0.4398
after detailed placement	3911	0.4448
after CTS	4074	0.4566
after global routing	4074	0.4709
final	4074	0.4521
==> registers in the layout, summed over array words and instances, names as in the netlist <==
| signal | cells |
|---|---|
| fifo | 64 |
| rptr | 2 |
| cnt | 3 |
| wptr | 2 |
| dout_o | 16 |
| i_rise_edge_det_write.q | 1 |
| i_rise_edge_det_read.q | 1 |
==> power by group <==
group	total [mW]	internal (mW)	switching, mW
sequential	0.835	0.799	0.0364
combinational	0.396	0.218	0.179
clock	0.386	0.167	0.220
==> worst min path at each step <==
stage,cells past startpoint,start,end,slack (ns)
CTS,2,dout_o[14]$_SDFFE_PN0P_,dout_o[14]$_SDFFE_PN0P_,0.46
global route,2,dout_o[14]$_SDFFE_PN0P_,dout_o[14]$_SDFFE_PN0P_,0.47
finish,2,dout_o[14]$_SDFFE_PN0P_,dout_o[14]$_SDFFE_PN0P_,0.45
Power is estimated from default activity; no workload was simulated.
